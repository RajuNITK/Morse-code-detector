--- /design/flow/design.v ---
`timescale 1ns / 1ps
module clockdivider(in_clk, rst, out_clk);
input in_clk;
input rst;
output reg out_clk;
localparam cnst = 25000000;
reg [31:0] count;
always@(posedge in_clk, posedge rst)
begin
	if(rst == 1'b1)
		count <= 32'b0;
	else if (count == cnst - 1)
		count <= 32'b0;
	else
		count <= count + 1;
end
always@(posedge in_clk, posedge rst)
begin
	if(rst == 1'b1)
		out_clk <= 1'b0;
	else if(count == cnst - 1)
		out_clk <= ~out_clk;
	else
		out_clk <= out_clk;
end
endmodule
`timescale 1ns / 1ps
module transmiter(serial_inp, parallel_out0,parallel_out1, clk,rst, mid_clk);
input serial_inp;
output reg parallel_out0;
output reg parallel_out1;
output mid_clk;
input clk;
input rst;
reg [2:0]q = 0;
clockdivider clockdivide_a(
.in_clk(clk),
.rst(rst),
.out_clk(mid_clk)
);
always@(posedge mid_clk)
begin
	q[2] <= (((q[2])^(q[1]))&(~q[0])&(serial_inp)) | (q[2]&q[0]&(~serial_inp));
	q[1] <= ((~q[2])&(q[1])&(~q[0])&(~serial_inp))| ((q[2]^serial_inp)&q[0]) | ((q[2])&(q[1])&(serial_inp));
	q[0] <= ((~q[2])&(~q[0])&(~serial_inp)) | ((q[2])&(~q[1])&((~q[0])|(serial_inp))) ;
	parallel_out1 <= ((q[2])&(q[1]));
	parallel_out0 <= (q[1])&((q[2])|(q[0]));
end
endmodule
--- /design/flow/run.sh ---
#!/bin/bash
# OpenROAD 26Q1-2900-gdf79404cd8, Yosys 0.63+post, stock flow scripts
make -C /OpenROAD-flow-scripts/flow DESIGN_CONFIG=/design/flow/config.mk WORK_HOME=/design/flow/orfs finish
--- /design/flow/config.mk ---
export PLATFORM = sky130hd
export DESIGN_NAME = transmiter
export DESIGN_NICKNAME = transmiter
export VERILOG_FILES = /design/flow/design.v
export SDC_FILE = /design/flow/constraint.sdc
export NUM_CORES = 4
export LEC_CHECK = 1
export CORE_UTILIZATION = 40
--- /design/flow/constraint.sdc ---
current_design transmiter

set clk_period 6.5
set clk_io_pct 0.2

create_clock -name clk0 -period $clk_period [get_ports {clk}]

set non_clock_inputs [all_inputs -no_clocks]
set_input_delay [expr $clk_period * $clk_io_pct] -clock clk0 $non_clock_inputs
set_output_delay [expr $clk_period * $clk_io_pct] -clock clk0 [all_outputs]
==> Slide: Implementation Results <==
Physical Implementation Snapshot

Run status
  • Run status: completed

Critical path
  • Critical path type: reg2reg
  • CP max FO: 17
  • CP arrival: 2.72 ns
  • Crit. End Element: register
  • Startpoint Class: register
  • CP required: 6.67 ns

Global routing
  • Global-route usage over all layers: 15.0%
  • Largest net degree at the start of global routing: 34
  • First-pass GRT wire length: 5780 um
  • Total gr overflow: 0
  • Vias in the first global route: 1,284
  • Initial antenna violation count: 0

Place
  • DP Area: 1920 sq um
  • GPL Wtd Cong: 0.866
  • HPWL after detailed placement: 2240 um
  • Buffers on Ports: 5

Timing
  • RSZ-0062 raised after global routing: no
  • FMAX: 0.393 GHz
  • Final Max Slew Viols: 0
  • Relative slew slack: 38.5%
  • Clock skew: 0.00636 ns
  • Endpoints left unconstrained: 7
  • Register pins left without a clock: 5
  • Period utilization: 39.1%
  • Final hold violation count: 0
  • Final setup fails: 0
  • Setup TNS Final: 0 ns
  • Least-Margin Pin Slew: 0.915 ns
  • Final worst path period need: 2.54 ns

Floorplanning
  • Die W: 69.5 um
  • Row cnt: 24
  • Initial core utilization: 41.9%
  • Core Box Area: 4350 sq um
  • Die Y: 69.5 um
  • Die Footprint: 4830 sq um
  • I/O Pins: 6

Finish
  • Share of layout cells above drive strength 1: 7.49%
  • Filler instances: 386
  • Final instance area: 2030 sq um
  • Area delta synth->final: 11.5%

Logic synthesis
  • Ys cells: 178
  • Count of library flops with an enable pin: 0
  • Most numerous cell in the Yosys netlist: dfrtp_1
  • Post-synth ARST share: 86.8%
  • Avg Inst Size Synth: 10.2 sq um
  • Mapped Area: 1820 sq um
  • Post-synthesis cell count: 178
  • Top cells by area: dfrtp_1, xor2_1, xnor2_1, dfxtp_1, nor2_1
  • Synth top cells by count: dfrtp_1, nor2_1, xor2_1
  • Yosys top cell area share: 45.3%
  • Unique masters post-synth: 33
  • Synth Warn #: 2
  • Number of synthesized register bits: 38
  • Post-synthesis sequential area ratio: 50.8%
  • Largest area contributor in the netlist: dfrtp_1
  • Chip area in the Yosys report: 1820 sq um
  • Top FF cell, synth: dfrtp_1

Route
  • Remaining DRCs: 0
  • Vias per cell: 5.38
  • Antenna-violating nets left: 0
  • Antenna cells: 0
  • Drt first pass iters: 4
  • Wirelength, routed: 3190 um
  • Average wire per standard cell: 13.3 um
  • Via count: 1,287
  • DRT iter0 DRCs: 28

Clocking
  • CTS Root Cell: clkbuf_8
  • Htree depth: 2
  • Resized cells post-CTS: 0
  • CTS tree: done
  • Reg clk slew, reported paths: 0.06 ns
  • # Post-CTS Setup Buffers: 0
  • Worst-Skew Late Latency: 0.28 ns
  • Clock Path Buffers: 2
  • TritonCTS Buffers: 5
  • Hold buffer count at CTS: 0

Hold path
  • Worst Hold Class: reg2reg

Flow run
  • Log Warnings: 27
  • Max-cap viol count: 0

Power
  • P per Cell Area: 200 nW/um^2
  • Max VDD drop: 128 uV
  • Leakage power: 0.899 nW
==> power by group <==
group	internal [W]	switching [W]	total, W	leakage [nW]
combinational	0.00000196	0.00000473	0.00000669	0.347
sequential	0.000205	0	0.000205	0.493
clock	0.000125	0.0000706	0.000195	0.0585
total	0.000332	0.0000753	0.000408	0.899
==> cells in the final DEF, fill, tap and decap left out, types with 4 or more instances in the layout <==
master / synthesis / layout
a21oi_1: 7 / 7
and3_1: 4 / 4
clkbuf_8: 0 / 6
clkdlybuf4s50_1: 0 / 5
dfrtp_1: 33 / 33
dfxtp_1: 5 / 5
ha_1: 4 / 4
inv_1: 5 / 5
nand2_1: 12 / 12
nand3_1: 10 / 10
nand4_1: 9 / 9
nor2_1: 18 / 18
nor4_1: 6 / 6
or3_1: 5 / 5
or4_1: 6 / 6
xnor2_1: 12 / 12
xor2_1: 13 / 13
==> layout make-up <==
type | instances | area (sq um) | area share [%]
Sequential cell | 38 | 926 | 45.5
Multi-Input combinational cell | 130 | 851 | 41.8
Clock buffer | 7 | 86.3 | 4.24
Tap cell | 52 | 65.1 | 3.20
Timing Repair Buffer | 6 | 57.6 | 2.83
Clock inverter | 1 | 30.0 | 1.48
Inverter | 5 | 18.8 | 0.923
==> sequential cells by signal, indices dropped and copies added (netlist names) <==
name	flops
clockdivide_a.count	32
q	3
clockdivide_a.out_clk	1
parallel_out0	1
parallel_out1	1
==> path summary, 6_finish.rpt <==
check | to | cells past startpoint | startpoint | slack (ns)
worst max-delay path | clockdivide_a.count[1] | 4 | clockdivide_a.count[9] | 3.96
worst min-delay path | clockdivide_a.count[0] | 1 | clockdivide_a.count[0] | 0.47
worst max register to register | clockdivide_a.count[1] | 4 | clockdivide_a.count[9] | 3.96
worst min register to register | clockdivide_a.count[0] | 1 | clockdivide_a.count[0] | 0.47
max in group asynchronous | clockdivide_a.count[17] | 3 | rst | 4.80
min in group asynchronous | clockdivide_a.count[28] | 3 | rst | 1.39
==> cells by family after synthesis <==
group,after synthesis,synth area share (%)
AND-OR/OR-AND,16,5.49
XOR/XNOR,25,12.0
adder cells (fa/ha/maj),4,2.74
buffers and inverters,10,2.61
flip-flops,38,50.8
AND/OR/NAND/NOR,85,26.4
==> critical path, cell delays in order, from the launching register on <==
cell     delay (ns)
dfrtp_1        0.41
or4_1          0.52
or4_4          0.43
nor4_4         0.77
and2b_2        0.30
==> per-layer routing <==
| metal | track usage [%] | part of all wire (%) | up-vias |
|---|---|---|---|
| met3 | 3.69 | 3.5 | 3 |
| met4 | 1.36 | 0.94 | 0 |
| met5 | 0 | 0 | - |
| met2 | 23.4 | 46 | 16 |
| li1 | - | - | 651 |
| met1 | 23.1 | 50 | 617 |
==> stage by stage <==
step	cells	setup slack (ns)	hold WS [ns]	utilization (%)	total power [W]
2_1_floorplan	178	4.41	0.430	-	0.000213
3_5_place_dp	231	3.97	0.465	44.1	0.000216
3_3_place_gp	231	3.98	0.447	44.1	0.000216
5_1_grt	239	3.85	0.496	46.7	0.000423
6_report	239	3.96	0.473	46.7	0.000408
4_1_cts	239	3.94	0.474	46.7	0.000414
Power figures rest on the tool's default switching activity, not on a simulated workload.
