===== flow/run.sh =====
#!/bin/bash
# OpenROAD 26Q1-2900-gdf79404cd8, Yosys 0.63+post, stock flow scripts
make -C /OpenROAD-flow-scripts/flow DESIGN_CONFIG=/design/flow/config.mk WORK_HOME=/design/flow/orfs finish

===== flow/config.mk =====
export PLATFORM = sky130hd
export DESIGN_NAME = Universal_shift_register
export DESIGN_NICKNAME = Universal_shift_register
export VERILOG_FILES = /design/flow/design.v
export SDC_FILE = /design/flow/constraint.sdc
export NUM_CORES = 4
export LEC_CHECK = 1
export CORE_AREA = 10 10 70 70
export DIE_AREA = 0 0 80 80

===== flow/constraint.sdc =====
current_design Universal_shift_register

set clk_period 1.5
set clk_io_pct 0.2

create_clock -name clk0 -period $clk_period [get_ports {CLK}]

set non_clock_inputs [all_inputs -no_clocks]
set_input_delay [expr $clk_period * $clk_io_pct] -clock clk0 $non_clock_inputs
set_output_delay [expr $clk_period * $clk_io_pct] -clock clk0 [all_outputs]

===== flow/design.v =====
`timescale 1ns / 1ps
module Universal_shift_register( signal_input, signal_output, serial_output, select,	new_bit, CLK);
	input [7:0]signal_input;
	input [1:0]select;
	input CLK, new_bit;
	output reg [7:0]signal_output;
	output reg serial_output;
	always@(posedge CLK)
	begin
		case(select)
			2'b00: signal_output <= signal_output;
			2'b01: signal_output <= signal_input;
			2'b10: 
			begin
			serial_output <= signal_input[0];
			signal_output <={new_bit,signal_input[7:1]};
			end
			2'b11: signal_output <={signal_input[6:0], new_bit};
		endcase
	end
endmodule

==> impl_metrics.toml <==
# yosys + openroad results
[run_status]
status = "completed"

[sta]
worst_slew_pin_slew_ns = 0.157
rsz0062_at_grt = "no"
setup_viol = 0
fin_ws_ns = 0.158
fin_tns_setup_ns = 0
max_freq_ghz = 0.745
hold_violations = 0
layout_min_cycle_time_ns = 1.34
slew_headroom = 0.892
hold_slack_ns = 0.708
final-max-slew-violation-count = 0
finalCritPeriodShare = 0.895

[power_and_ir_drop]
ir_drop_v = 0.000183
power_uw = 628
p_switching_uw = 122
pwr_density_cell_nw_per_um2 = 840
pwr-share-clk = 0.272
internal-power_uw = 506
sw_frac_of_total = 0.194
p_comb_frac = 0.224
seqPwrFrac = 0.505
p_leak_nw = 0.279

[synth]
ys_chip_area_sq_um = 462
avgSynthCellArea_sq_um = 12.1
postSynthCellCount = 38
yosysUniqueCellTypes = 8
ys_ff = 9
yosys.stat.seqShare = 0.585
syn_area_sq_um = 462
ys_cells = 38
yosys_warnings = 1

[clock_tree]
cts_root_buffer = "clkbuf_4"
cts_hold_buffers = 0
cts_buffers = 3
cts_setup_buffers = 0
cts_tree = "built"
cts_resized = 0
htree_num_levels = 1
path_clk_slew_ns = 0.05
max-clock-path-buffers = 2
cts.sinks = 9

[detailed_routing]
drc = 0
detailedRoute.firstPassIterationCount = 4
final_antenna_net_count = 0
detail_route.vias_per_cell = 3.36
drt_iter0_drc = 6
wl_per_cell_um = 10.1
antennaDiodeCount = 0
drt_wl_total_um = 1080
vias = 359

[worst_hold_path]
min_path_cells = 1
min_path_type = "input pin to flip-flop"

[critical_path]
arrival_ns = 1.04
crit_fanout = 1
critPathRequiredTime_ns = 1.20
cp_num_cells = 1
slowest_delay_ns = 0.47
crit_type = "flip-flop to output port"
endpoint_kind = "output port"
slowest_stage = "clkdlybuf4s50_1"
critPathBufInv = 1
cp_top_family = "buffers and inverters"
crit_chain = "clkdlybuf4s50_1"
start_kind = "flip-flop"

[flow_run]
drv_cap = 0
warnings = 25

[place]
port_buffers = 20
post_dp_cell_area_sq_um = 721
hpwlAfterDp_um = 947
place_ws_ns = -0.0406
gp_congestion = 0.696

[global_routing]
grt_util_all_layers = 0.0331
antenna_found_initial = 0
grtUsageMet2 = 0.0273
grt_use_met1 = 0.0594
grtUsageMet3 = 0.0136
overflow = 0
grt_start_max_net_pins = 17
grt_pass1_vias = 371
grt_pass1_wl_um = 1680
busiest_layer = "met1"

[floorplanning]
core_sq_um = 3420
fp_util = 0.135
std_cell_rows = 21
chip_area_sq_um = 6400
io_pins = 21
die_x_um = 80
die_y_um = 80

[finish]
design_area_sq_um = 747
layout_top_cell = "clkdlybuf4s50_1"
mostFrequentLayoutCells = "clkdlybuf4s50_1 (20), edfxtp_1 (9), mux2i_1 (8), nor2_1 (8), a21oi_1 (8)"
area_delta_synth_final_pct = 61.8
final_layout_size_suffix_gt1_frac = 0.115
fill_cells = 379
-- through the flow --
stage	utilization	instances
after floorplan	-	38
after global placement	0.211	103
after detailed placement	0.211	103
after CTS	0.219	107
after global routing	0.219	107
final	0.219	107
-- power by group through the flow --
stage / Sequential, mW / Combinational (mW) / Clock, mW
6_report: 0.317 / 0.140 / 0.170
5_1_grt: 0.320 / 0.154 / 0.199
4_1_cts: 0.317 / 0.143 / 0.180
-- flip-flops by register name, summed over array words and instances (netlist names) --
name           flops
signal_output      8
serial_output      1
-- path summary, 6_finish.rpt --
kind | start | to | slack (ns)
worst max-delay path | signal_output[7] | signal_output[7] | 0.16
worst min-delay path | signal_input[0] | serial_output | 0.71
-- cells in the mapped netlist (all sizes together) --
cell type  count  area [sq um]
or2            1          6.26
mux2i          8          80.1
edfxtp         9           270
nor2           8          30.0
a21oi          8          40.0
and2b          1          8.76
buf            3          26.3
-- cell type report --
type | count | area, sq um | area share
multi-input cells | 26 | 165 | 0.221
clock buffers | 4 | 26.3 | 0.0352
repair buffers | 22 | 228 | 0.305
well taps | 46 | 57.6 | 0.0771
flip-flops and latches | 9 | 270 | 0.362
-- routing by layer --
layer	wire length, um	vias up
met2	256	23
met4	35	0
met1	682	150
met3	105	2
li1	-	184
met5	0	-
-- logic make-up (layout without fill, tap and decap cells) --
group | count (synthesis) | after routing | synth area share
DFF | 9 | 9 | 0.585
muxes | 8 | 8 | 0.173
and+or+nand+nor | 10 | 10 | 0.0976
AOI/OAI and AO/OA | 8 | 8 | 0.0867
buffers and inverters | 3 | 26 | 0.0569
Power and IR drop assume default switching activity.
